==> design.v <==
module bram
       #(parameter P_BRAM_INIT_FILE = "",
         parameter integer P_BRAM_INIT_FILE_START_ADDRESS = -1,
         parameter integer P_BRAM_INIT_FILE_END_ADDRESS = -1,
         parameter integer P_DATA_WIDTH = 16,
         parameter integer P_ADDRESS_WIDTH = 10)
       (input I_CLK,
        input [P_DATA_WIDTH - 1 : 0] I_DATA_A, I_DATA_B,
        input [P_ADDRESS_WIDTH - 1 : 0] I_ADDRESS_A, I_ADDRESS_B,
        input I_WRITE_ENABLE_A, I_WRITE_ENABLE_B,
        output reg [P_DATA_WIDTH - 1 : 0] O_DATA_A, O_DATA_B);
reg [P_DATA_WIDTH - 1 : 0] ram [0 : 2 ** P_ADDRESS_WIDTH - 1];  
integer index;
initial begin
    if (P_BRAM_INIT_FILE == "")
        for (index = 0; index < 2 ** P_ADDRESS_WIDTH; index++)
            ram[index] = {P_DATA_WIDTH{1'd0}};
    else
        if (P_BRAM_INIT_FILE_START_ADDRESS != -1 && P_BRAM_INIT_FILE_END_ADDRESS != -1)
            $readmemh(P_BRAM_INIT_FILE, ram,
                      P_BRAM_INIT_FILE_START_ADDRESS, P_BRAM_INIT_FILE_END_ADDRESS);
        else if (P_BRAM_INIT_FILE_START_ADDRESS != -1)
            $readmemh(P_BRAM_INIT_FILE, ram, P_BRAM_INIT_FILE_START_ADDRESS);
        else
            $readmemh(P_BRAM_INIT_FILE, ram);
end
always @(posedge I_CLK) begin
    if (I_WRITE_ENABLE_A) begin
        ram[I_ADDRESS_A] <= I_DATA_A;
        O_DATA_A         <= O_DATA_A;
    end
    else
        O_DATA_A <= ram[I_ADDRESS_A];
end
always @(posedge I_CLK) begin
    if (I_WRITE_ENABLE_B) begin
        ram[I_ADDRESS_B] <= I_DATA_B;
        O_DATA_B         <= O_DATA_B;
    end
    else
        O_DATA_B <= ram[I_ADDRESS_B];
end
endmodule
module seven_segment_hex_mapping
       (input [3:0] I_VALUE,
        output reg [6:0] O_7_SEGMENT);
always @(*) begin
    case (I_VALUE)
        4'd0:
            O_7_SEGMENT = 7'b1000000;
        4'd1:
            O_7_SEGMENT = 7'b1111001;
        4'd2:
            O_7_SEGMENT = 7'b0100100;
        4'd3:
            O_7_SEGMENT = 7'b0110000;
        4'd4:
            O_7_SEGMENT = 7'b0011001;
        4'd5:
            O_7_SEGMENT = 7'b0010010;
        4'd6:
            O_7_SEGMENT = 7'b0000010;
        4'd7:
            O_7_SEGMENT = 7'b1111000;
        4'd8:
            O_7_SEGMENT = 7'b0000000;
        4'd9:
            O_7_SEGMENT = 7'b0011000;
        4'd10:
            O_7_SEGMENT = 7'b0001000;
        4'd11:
            O_7_SEGMENT = 7'b0000011;
        4'd12:
            O_7_SEGMENT = 7'b1000110;
        4'd13:
            O_7_SEGMENT = 7'b0100001;
        4'd14:
            O_7_SEGMENT = 7'b0000110;
        4'd15:
            O_7_SEGMENT = 7'b0001110;
    endcase
end
endmodule
module bram_top
       (input wire I_CLK,
        input wire I_NRESET,
        input wire I_STEP,
        output wire [6:0] O_7_SEGMENT_DISPLAY [3:0]);
reg [3:0] next_state;
reg [15:0] i_data_a, i_data_b;
reg [9:0] address_a, address_b;
reg write_enable_a, write_enable_b;
wire [15:0] o_data_a, o_data_b;
parameter [3:0]
          S0 = 4'b0,
          S1 = 4'd1,
          S2 = 4'd2,
          S3 = 4'd3,
          S4 = 4'd4,
          S5 = 4'd5,
          S6 = 4'd6,
          S7 = 4'd7,
          S8 = 4'd8;
bram #(.P_BRAM_INIT_FILE("resources/bram_init/lib_top/bram_top_init.dat"),
       .P_BRAM_INIT_FILE_START_ADDRESS('d0),
       .P_DATA_WIDTH('d16),
       .P_ADDRESS_WIDTH('d10))
     i_bram
     (.I_CLK(I_CLK),
      .I_DATA_A(i_data_a),
      .I_DATA_B(i_data_b),
      .I_ADDRESS_A(address_a),
      .I_ADDRESS_B(address_b),
      .I_WRITE_ENABLE_A(write_enable_a),
      .I_WRITE_ENABLE_B(write_enable_b),
      .O_DATA_A(o_data_a),
      .O_DATA_B(o_data_b));
seven_segment_hex_mapping i_display_0_data_a
                          (.I_VALUE(o_data_a[3:0]),
                           .O_7_SEGMENT(O_7_SEGMENT_DISPLAY[0]));
seven_segment_hex_mapping i_display_1_data_a
                          (.I_VALUE(o_data_a[7:4]),
                           .O_7_SEGMENT(O_7_SEGMENT_DISPLAY[1]));
seven_segment_hex_mapping i_display_2_data_b
                          (.I_VALUE(o_data_b[3:0]),
                           .O_7_SEGMENT(O_7_SEGMENT_DISPLAY[2]));
seven_segment_hex_mapping i_display_3_data_b
                          (.I_VALUE(o_data_b[7:4]),
                           .O_7_SEGMENT(O_7_SEGMENT_DISPLAY[3]));
always @(posedge I_STEP or negedge I_NRESET) begin
    if (!I_NRESET)
        next_state <= S0;
    else
    case (next_state)
        S0:
            next_state <= S1;
        S1:
            next_state <= S2;
        S2:
            next_state <= S3;
        S3:
            next_state <= S4;
        S4:
            next_state <= S5;
        S5:
            next_state <= S6;
        S6:
            next_state <= S7;
        S7:
            next_state <= S8;
        S8:
            next_state <= S0;
        default:
            next_state <= S0;
    endcase
end
always @(next_state) begin
    case (next_state)
        S0: begin
            address_a      <= 10'd0;
            address_b      <= 10'd0;
            write_enable_a <= 1'b0;
            write_enable_b <= 1'b0;
            i_data_a       <= 16'h0000;
            i_data_b       <= 16'h0000;
        end
        S1: begin
            address_a      <= 10'd1;
            address_b      <= 10'd0;
            write_enable_a <= 1'b0;
            write_enable_b <= 1'b0;
            i_data_a       <= 16'h0000;
            i_data_b       <= 16'h0000;
        end
        S2: begin
            address_a      <= 10'd1;
            address_b      <= 10'd2;
            write_enable_a <= 1'b0;
            write_enable_b <= 1'b0;
            i_data_a       <= 16'h0000;
            i_data_b       <= 16'h0000;
        end
        S3: begin
            address_a      <= 10'd1021;
            address_b      <= 10'd2;
            write_enable_a <= 1'b0;
            write_enable_b <= 1'b0;
            i_data_a       <= 16'h0000;
            i_data_b       <= 16'h0000;
        end
        S4: begin
            address_a      <= 10'd1021;
            address_b      <= 10'd1022;
            write_enable_a <= 1'b0;
            write_enable_b <= 1'b0;
            i_data_a       <= 16'h0000;
            i_data_b       <= 16'h0000;
        end
        S5: begin
            address_a      <= 10'd1023;
            address_b      <= 10'd1022;
            write_enable_a <= 1'b0;
            write_enable_b <= 1'b0;
            i_data_a       <= 16'h0000;
            i_data_b       <= 16'h0000;
        end
        S6: begin
            address_a      <= 10'd1023;
            address_b      <= 10'd1022;
            write_enable_a <= 1'b1;
            write_enable_b <= 1'b0;
            i_data_a       <= 16'h00AA;
            i_data_b       <= 16'h0000;
        end
        S7: begin
            address_a      <= 10'd0;
            address_b      <= 10'd1023;
            write_enable_a <= 1'b1;
            write_enable_b <= 1'b0;
            i_data_a       <= 16'h0001;
            i_data_b       <= 16'h0000;
        end
        S8: begin
            address_a      <= 10'd0;
            address_b      <= 10'd0;
            write_enable_a <= 1'b0;
            write_enable_b <= 1'b0;
            i_data_a       <= 16'h0001;
            i_data_b       <= 16'h0000;
        end
    endcase
end
endmodule
==> run.sh <==
#!/bin/bash
# OpenROAD 26Q1-2900-gdf79404cd8, Yosys 0.63+post, stock flow scripts
make -C /OpenROAD-flow-scripts/flow DESIGN_CONFIG=/design/flow/config.mk WORK_HOME=/design/flow/orfs finish
==> config.mk <==
export PLATFORM = sky130hd
export DESIGN_NAME = bram_top
export DESIGN_NICKNAME = bram_top
export VERILOG_FILES = /design/flow/design.v
export SDC_FILE = /design/flow/constraint.sdc
export NUM_CORES = 4
export LEC_CHECK = 1
export CORE_AREA = 10 10 98 98
export DIE_AREA = 0 0 108 108
export SYNTH_HDL_FRONTEND = slang
export SYNTH_MEMORY_MAX_BITS = 65536
==> constraint.sdc <==
current_design bram_top

set clk_period 1.5
set clk_io_pct 0.2

create_clock -name clk0 -period $clk_period [get_ports {I_CLK}]
create_clock -name clk1 -period $clk_period [get_ports {I_STEP}]

set non_clock_inputs [all_inputs -no_clocks]
set_input_delay [expr $clk_period * $clk_io_pct] -clock clk0 $non_clock_inputs
set_output_delay [expr $clk_period * $clk_io_pct] -clock clk0 [all_outputs]
==> flow_summary_export.csv <==
group,metric,value,unit
pwr,power.leakage,0.924,nW
place,dp_cells,246,
min_path,hp-class,"primary input to asynchronous set/reset pin",
layout,drive_gt1_frac,0.312,
logic_synthesis,ys_sh_aoi,0.0456,
critical_path,startpoint_type,"flip-flop",
final_timing,setup_viol,8,
layout,final_area,2090,um2
logic_synthesis,synth_top_flop_cell,"edfxtp_1",
final_timing,tightestPinTransition,0.684,ns
critical_path,crit_required,1.20,ns
logic_synthesis,ys.flops,33,
pwr,power_frac_seq,0.549,
global_route,grt_pass1_vias,1026,
floorplan,die_area,11700,um2
logic_synthesis,topCombFamilyByArea,"multiplexers",
floorplan,num_rows,32,
clocking,clkSlewWorstSetupHoldPaths,0.07,ns
logic_synthesis,ys_sh_adder,0.0865,
logic_synthesis,netlist_area,1590,um2
final_timing,worst_slack,-0.144,ns
global_route,grt_max_degree,12,
global_route,grt_first_pass_wirelength,4.51,mm
pwr,intPower,1.06,mW
flow_run,log.warning_count,36,
logic_synthesis,edf_count,18,
logic_synthesis,ys_types,24,
critical_path,path_class,"flip-flop to output port",
logic_synthesis,yosys_warnings,0,
status,status,"finished with violations",
place,hpwl,2.03,mm
pwr,swShare,0.168,
layout,fill_cells,771,
pwr,power.density,610,nW/um2
floorplan,core_util_floorplan,0.208,
logic_synthesis,avgSynthCellArea,12.4,um2
floorplan,dieWidth,108,um
final_timing,fin_skew,0.00245,ns
clocking,ctsHoldBuffers,0,
logic_synthesis,synthSimpleGateAreaFrac,0.0881,
logic_synthesis,xor_share,0,
critical_path,end_kind,"output port",
final_timing,hold_violations,0,
logic_synthesis,synth_cells,128,
final_timing,rsz0062_at_grt,"yes",
layout,fin_cells,259,
floorplan,io_pins,31,
drt,routed_wl,2.71,mm
drt,drtAntennaViolNets,0,
drt,vias,971,
logic_synthesis,yosysCellCount,128,
pwr,power_frac_comb,0.004,
drt,antenna_cells,0,
critical_path,worstPathArrival,1.34,ns
global_route,antenna_found_initial,0,
drt,drc,0,
final_timing,tns,-0.444,ns
drt,vias_per_cell,3.75,
drt,wl_per_cell,10.5,um
layout,multiInputGateArea,716,um2
logic_synthesis,ys_area,1590,um2
status,violations,"negative setup slack",
final_timing,whs,0.287,ns
logic_synthesis,mux_area_frac,0.151,
place,portBuffers,19,
critical_path,critPathMaxFanout,3,
pwr,power.switching,0.215,mW
drt,dr.pass1.iters,4,
pwr,clkPwrFrac,0.446,
global_route,grt_remaining_overflow,0,
pwr,ir_drop,0.614,mV
final_timing,maxSlewHeadroom,0.539,
drt,dr.first_iter.drc_count,38,
final_timing,unclocked_pins,9,
floorplan,die_h,108,um
logic_synthesis,synth-async-reset-ratio,0.121,
floorplan,core,7650,um2
clocking,cts_tree,"done",
place,globalplace.congestion,0.799,
layout,seq_area,823,um2
layout,synthToLayoutAreaGrowth,31.7,%
place,place_area,1850,um2
final_timing,report.final.slew_viol_count,0,
pwr,power,1.28,mW
final_timing,untimed_endpoints,43,
flow_run,maxCapViolCount,0,
global_route,grt_usage,0.0466,
[routing by layer]
metal	global-route usage	vias to the layer above	part of all wire
met2	0.0698	54	0.43
met5	0	-	0
li1	-	473	-
met4	0.00859	0	0.0070
met1	0.0547	442	0.42
met3	0.0325	2	0.15
[flip-flops by register name, indices dropped and copies added (netlist names)]
signal	count
write_enable_a	1
address_b	3
i_data_a	2
address_a	3
i_bram.ram	16
i_bram.O_DATA_A	2
i_bram.O_DATA_B	2
next_state	4
[stage by stage]
step | worst slack [ns] | utilization
2_1_floorplan | 0.153 | -
3_3_place_gp | -0.101 | 0.242
3_5_place_dp | -0.109 | 0.242
4_1_cts | -0.128 | 0.264
5_1_grt | -0.190 | 0.274
6_report | -0.144 | 0.274
[power groups by stage]
stage / Sequential (mW) / Combinational, mW / Clock (mW)
after CTS: 0.702 / 0.00661 / 0.582
after global routing: 0.702 / 0.00702 / 0.627
final: 0.702 / 0.00537 / 0.571
[placed cells by master (no fill, tap or decap), drive strengths merged]
cell           instances
buf                   20
edfxtp                18
inv                   12
nor2                  11
ha                    11
conb                  10
dlxtp                  9
mux4                   8
clkbuf                 7
a21oi                  6
dlygate4sd2            6
nor3                   4
o21bai                 4
mux2                   4
nand2                  4
dfrtp                  4
nor2b                  4
nand2b                 3
clkdlybuf4s15          3
or2                    2
dfxtp                  2
a21o                   1
or2b                   1
o21ai                  1
clkdlybuf4s50          1
dlymetal6s2s           1
[kinds of logic after synthesis]
family | count (synthesis)
other cells | 1
buf+inv | 30
simple gates | 29
flops | 24
latches | 9
mux | 12
fa+ha+maj | 11
compound gates | 12
[worst paths after layout]
path / from / end / slack (ns) / cells after the start
setup / recovery: i_bram.O_DATA_A[5]$_DFFE_PN_ / O_7_SEGMENT_DISPLAY[0] / -0.14 / 4
hold / removal: I_NRESET / next_state[3]$_DFF_PN0_ / 0.29 / 1
setup reg to reg: i_bram.ram[2][0]$_DFFE_PP_ / i_bram.O_DATA_A[0]$_DFFE_PN_ / 0.08 / 2
hold reg to reg: next_state[0]$_DFF_PN0_ / next_state[0]$_DFF_PN0_ / 0.51 / 1
max in group clk1: next_state[0]$_DFF_PN0_ / next_state[2]$_DFF_PN0_ / 0.45 / 3
max in group asynchronous: I_NRESET / next_state[1]$_DFF_PN0_ / 1.05 / 1
min in group clk1: next_state[0]$_DFF_PN0_ / next_state[0]$_DFF_PN0_ / 0.51 / 1
min in group clk0: i_bram.ram[0][5]$_DFFE_PP_ / i_bram.O_DATA_B[5]$_DFF_P_ / 0.72 / 2
[repair_timing]
item                       CTS  global route
setup endpoints to repair   18            14
gates cloned                 0             0
setup buffers                5             3
pin swaps                    4             2
gates resized               59            16
[cell type report]
type,count,area share
inverters,12,0.0227
flip-flops and latches,33,0.393
clock buffers,7,0.0412
well taps,102,0.0609
repair buffers,31,0.140
multi-input cells,74,0.342
[cell usage after synthesis (all sizes together) (6+ instances only)]
| cell type | number | area, um2 |
|---|---|---|
| dlxtp | 9 | 135 |
| nor2 | 11 | 41.3 |
| edfxtp | 18 | 541 |
| mux4 | 8 | 195 |
| buf | 17 | 131 |
| inv | 12 | 45.0 |
| ha | 11 | 138 |
| a21oi | 6 | 30.0 |
[worst max-delay path: stages, from the launching register on]
cell	delay, ns
edfxtp_1	0.45
buf_6	0.15
ha_4	0.14
or2_4	0.24
buf_6	0.11
Power figures rest on the tool's default switching activity, not on a simulated workload.
